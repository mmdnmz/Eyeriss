==> config.mk <==
export PLATFORM = sky130hd
export DESIGN_NAME = filter_counter
export DESIGN_NICKNAME = filter_counter
export VERILOG_FILES = /design/flow/design.v
export SDC_FILE = /design/flow/constraint.sdc
export NUM_CORES = 4
export LEC_CHECK = 1
export CORE_AREA = 10 10 70 70
export DIE_AREA = 0 0 80 80
==> constraint.sdc <==
current_design filter_counter

set clk_period 1.6
set clk_io_pct 0.2

create_clock -name clk0 -period $clk_period [get_ports {clk}]

set non_clock_inputs [all_inputs -no_clocks]
set_input_delay [expr $clk_period * $clk_io_pct] -clock clk0 $non_clock_inputs
set_output_delay [expr $clk_period * $clk_io_pct] -clock clk0 [all_outputs]
==> design.v <==
`timescale 1ns / 1ns
module filter_counter #(
    parameter WIDTH = 3  
)
(
    input clk,
    input en,        
    input rstn,      
    input clear,  
    input [WIDTH - 1 : 0] max_count,  
    output reg [WIDTH - 1 : 0] count      
);
reg en_in = 1'b0;
always @(posedge clk) begin
    if (en) begin  
        en_in <= 1'b1;
    end
    if (!rstn) begin  
        count <= 0;
    end else if (clear) begin  
        count <= 0;
    end else if (en) begin
            if (count == (max_count - 1)) 
            begin
            count <= 0;
            end
            else if (count != max_count)
            begin
            count <= count + 1;
            end
    end
end
endmodule
==> run.sh <==
#!/bin/bash
# OpenROAD 26Q1-2900-gdf79404cd8, Yosys 0.63+post, stock flow scripts
make -C /OpenROAD-flow-scripts/flow DESIGN_CONFIG=/design/flow/config.mk WORK_HOME=/design/flow/orfs finish
==> Slide: Implementation Results <==
Physical Implementation Snapshot

Status
  • Outcome: completed

Cells and area
  • Top reg by flops: count
  • Top Registers: count x3
  • Area grow syn2layout: 79.0%
  • Non-filler cells, final: 93
  • Max reg flops: 3
  • Top cell excl fill/tap: clkdlybuf4s50_1
  • Share of cells above drive strength 1: 0.234
  • Top cells excl fill/tap: 6 x clkdlybuf4s50_1, 5 x buf_4

STA
  • Post-route clock period utilization: 0.936
  • Crit path time final: 1.50 ns
  • Layout Skew: 0.00143 ns
  • RSZ-0062 raised after global routing: false
  • Final setup violation count: 0
  • WHS: 0.545 ns
  • Max Freq: 0.668 GHz
  • Slew margin rel.: 0.851
  • Setup TNS Final: 0 ns
  • Actual slew at the worst max-slew pin: 0.223 ns
  • Endpoints failing hold: 0
  • Final slew viol count: 0

Clock network
  • CTS Sinks: 3
  • Setup Fix Bufs, Post-CTS: 0
  • Clock slew at reported path FFs: 0.04 ns
  • CTS Hold Bufs: 0
  • Max Buffers Root-to-Sink: 2
  • CTS tree: built
  • CTS root buffer: clkbuf_4
  • Inserted Clock Buffers: 3
  • Clk latency late pin: 0.24 ns
  • H-tree Lvls: 1

Setup path
  • Worst path bufs/invs: 1
  • CP Max Fanout: 5
  • Crit path DRT: 1.28 ns
  • Critical path, cell by cell: clkdlybuf4s50_1
  • R2r worst-path depth: 4
  • CP delay by family, top: buffers and inverters
  • Type of origin of the critical path: flip-flop
  • Worst path slowest cell: clkdlybuf4s50_1
  • CP endpoint kind: output port
  • Worst path max stage delay: 0.51 ns
  • Number of cells on the critical path: 1
  • CP Class: reg -> out
  • Crit path DAT: 1.18 ns

Synthesis
  • Area leader, netlist: dfxtp_1
  • Largest cells by area after synthesis: dfxtp_1 23%, xor2_1 10%, ha_1 9.5%, xnor3_1 8.6%, nand2b_1 4.8%
  • Ys Warns: 1
  • YS chip area: 263 um^2
  • Yosys cell count: 29
  • Syn Inst Count: 29
  • Yosys cell types: 19
  • Seq/Total Area, Yosys: 0.229
  • Synthesized area per cell: 9.06 um^2
  • Post-Syn Area: 263 um^2
  • #FFs+latches synth: 3
  • Area leader share: 0.229

GRT
  • Largest net degree at the start of global routing: 6
  • Total track usage: 0.0253
  • Initial antenna violation count: 0
  • First-pass GRT wire length: 1280 um
  • Total global routing overflow: 0
  • Vias in the first global route: 296

Drt
  • Antenna Nets Post-Route: 0
  • Vias per std cell: 2.94
  • Routed wire length per instance: 7.92 um
  • Starting DRT DRC Count: 12
  • Vias: 273
  • Final wirelength: 737 um
  • Residual DRC: 0
  • Drt first pass iters: 3
  • Final antenna diode count: 0

Placement
  • Port bufs: 9
  • Post-Place Cells: 89
  • HPWL after detailed placement: 645 um
  • Routability Congestion: 0.649

Min path
  • Hold depth: 2
  • Hold crit path type: reg -> reg

Floorplanning
  • Die H: 80 um
  • Core footprint: 3420 um^2
  • Die area: 6400 um^2
  • Floorplan core density: 0.0769
  • Row cnt: 21
  • Io pins: 10
  • Die width: 80 um

Power and ir drop
  • Power Density: 586 nW/um^2
  • Maximum vdd drop: 0.000134 V
  • Leakage: 0.208 nW

Run
  • Max cap viols: 0
  • OpenROAD warning count: 25
[cells by family (layout without fill, tap and decap cells)]
kind of cell / after synthesis / after routing / share of synthesized area
XOR/XNOR: 4 / 4 / 0.186
buffers and inverters: 3 / 21 / 0.0429
AND/OR/NAND/NOR: 9 / 9 / 0.195
multiplexers: 1 / 1 / 0.0429
adder cells (fa/ha/maj): 2 / 2 / 0.0952
AND-OR/OR-AND: 7 / 7 / 0.210
flip-flops: 3 / 3 / 0.229
[power breakdown]
part | internal, W | leakage (nW) | switching [W] | total [W]
Combinational | 0.0000392 | 0.169 | 0.0000220 | 0.0000612
Sequential | 0.0000770 | 0.0243 | 0.00000255 | 0.0000796
Clock | 0.0000936 | 0.0150 | 0.0000412 | 0.000135
[tightest hold or removal path: stages (launching register included)]
cell      delay, ns
dfxtp_1        0.34
nand2b_1       0.08
a31oi_1        0.07
[final cells by class]
| cell class | count | area (um^2) |
|---|---|---|
| clock buffer | 4 | 26.3 |
| fill | 394 | 2950 |
| tap | 46 | 57.6 |
| multi-input combinational | 23 | 191 |
| timing repair buffer | 14 | 124 |
| inverter | 3 | 11.3 |
| sequential | 3 | 60.1 |
[what timing repair did]
| action | in CTS | in global routing |
|---|---|---|
| resized | 3 | 0 |
| endpoints found under the setup margin | 3 | 0 |
| endpoints found under the hold margin | 0 | 0 |
[stage by stage]
step	power [W]	utilization	worst slack [ns]	area, um^2
6_report	0.000276	0.138	0.102	470
5_1_grt	0.000300	0.138	0.0189	470
4_1_cts	0.000285	0.138	0.0851	470
3_5_place_dp	0.000145	0.131	-0.381	448
3_3_place_gp	0.000144	0.131	-0.363	448
2_1_floorplan	0.000107	-	0.186	263
[cells in the mapped netlist (all sizes together)]
master / count
dfxtp: 3
inv: 3
nor2b: 3
xor2: 3
ha: 2
nand2b: 2
nor2: 2
a21oi: 1
a22o: 1
a31oi: 1
mux2: 1
nand2: 1
o2111ai: 1
o211a: 1
o21ai: 1
o41a: 1
or2: 1
xnor3: 1
[layer usage]
metal,global-route usage,wire (um),vias to the layer above
met5,0,0,-
met4,0.0106,19,0
met3,0.00909,19,2
met2,0.0514,475,5
met1,0.0207,222,127
li1,-,-,139
[path summary, 6_finish.rpt]
path,startpoint,end,slack (ns)
worst max-delay path,count[1]$_SDFFE_PP0P_,count[1],0.10
worst min-delay path,count[2]$_SDFFE_PP0P_,count[2]$_SDFFE_PP0P_,0.55
worst max register to register,count[0]$_SDFFE_PP0P_,count[0]$_SDFFE_PP0P_,0.13
worst min register to register,count[2]$_SDFFE_PP0P_,count[2]$_SDFFE_PP0P_,0.55
No activity file was given, so power comes from the tool's default toggle rates.
