===== /design/flow/config.mk =====
export PLATFORM = sky130hd
export DESIGN_NAME = psum_writeaddr_counter
export DESIGN_NICKNAME = psum_writeaddr_counter
export VERILOG_FILES = /design/flow/design.v
export SDC_FILE = /design/flow/constraint.sdc
export NUM_CORES = 4
export LEC_CHECK = 1
export CORE_AREA = 10 10 71 71
export DIE_AREA = 0 0 81 81

===== /design/flow/constraint.sdc =====
current_design psum_writeaddr_counter

set clk_period 1.9
set clk_io_pct 0.2

create_clock -name clk0 -period $clk_period [get_ports {clk}]

set non_clock_inputs [all_inputs -no_clocks]
set_input_delay [expr $clk_period * $clk_io_pct] -clock clk0 $non_clock_inputs
set_output_delay [expr $clk_period * $clk_io_pct] -clock clk0 [all_outputs]

===== /design/flow/design.v =====
module psum_writeaddr_counter
(
    input clk,
    input en,        
    input rstn,      
    input clear,  
    input read_en,
    output at_max,   
    output reg [4 : 0] count,      
    output reg [4 : 0] read_count
);
always @(posedge clk) begin
    if (!rstn) begin  
        count <= 0;
    end else if (clear) begin  
        count <= 0;
    end else if (en) begin
            count = count + 1;
    end
end
always @(posedge clk) begin
    if (!rstn) begin  
        read_count <= 0;
    end else if (clear) begin  
        read_count <= 0;
    end else if (read_en) begin
            read_count = read_count + 1;
    end
end
assign at_max = (count == 2'b11);
endmodule

===== /design/flow/run.sh =====
#!/bin/bash
# OpenROAD 26Q1-2900-gdf79404cd8, Yosys 0.63+post, stock flow scripts
make -C /OpenROAD-flow-scripts/flow DESIGN_CONFIG=/design/flow/config.mk WORK_HOME=/design/flow/orfs finish

==> results.cfg <==
; physical design summary
[clock_tree]
post_cts_buffers = 0
cts.path.max_buffers = 2
cts_tree = built
htreeDepth = 1
cts_hold_repair.buffers = 0
root_buffer = clkbuf_8
clock_latency_ps = 230
cts.sinks = 10
cts_buffers = 3
clk_pin_slew_ps = 50

[outcome]
status = complete, no violations

[sta]
skew_ps = 0.719
slew_viol_final = 0
fin_crit_sh_pct = 96.2
hold_viol = 0
setup-violations-final = 0
timing.setup.tns_ps = 0
fin_crit_ps = 1830
worst_pin_slew_ps = 305
grt_setup_unrepaired = false
relSlewSlack_pct = 79.7
fmax_mhz = 547

[place]
globalplace.congestion = 0.712
io_buffers = 15
hpwl_um = 846

[detailed_routing]
firstDrtPassIters = 4
first_iter_violations = 26
routed_via_density = 3.59
ant_nets = 0
vias = 399
n_antenna_cell = 0
drt_wl_total_mm = 1.16
drc_errors = 0
route.detailed.wl_per_inst_um = 10.4

[pwr]
p_leak_nw = 0.279
vdd.ir_drop.worst_mv = 0.350
powerDensity_mw_per_mm2 = 683
finalPower_w = 0.000523

[synthesis]
xor_share_pct = 3.61
syn_area_per_cell_um2 = 10.3
synth_adder_area_share_pct = 5.15
aoi_share_pct = 6.19
ys_sh_mux_pct = 12.4
top_logic_kind = simple AND/OR/NAND/NOR gates
ys_cells = 47
synth_area_um2 = 485
ys_seq_share_pct = 41.2
netlist_instances = 47
ys_area_um2 = 485
ys.flops = 10
synth_cell_types = 14
ys_sh_simple_pct = 27.8
yosys_warnings = 1

[cells_and_area]
drive_gt1_share_pct = 15.9
seq_area_um2 = 205
area_growth_syn_to_layout_pct = 57.7
fillers = 401
logic_area_um2 = 295
utilization_pct = 21.1

[floorplan]
initial_core_util_pct = 13.4
ios = 16
die_y_um = 81
fp-row-count = 22
die_w_um = 81
design.core.area_mm2 = 0.00363
dieArea_mm2 = 0.00656

[critical_path]
worstPathRequired_ps = 1520
worstPathArrival_ps = 1450
path_max_fanout = 4
startpoint_type = flip-flop
cp-end-kind = primary output
critical_path_class = flip-flop to primary output

[flow_run]
warnings = 25
cap_violations = 0

[global_route]
grt_pass1_wl_mm = 1.95
grt_max_degree = 10
gr-total-overflow = 0
grt_pass1_vias = 373
antenna_found_initial = 0
grt_usage_pct = 3.78

[min_path]
hp-class = flip-flop to flip-flop
## timing repair
item,4_1_cts,5_1_grt
endpoints found under the setup margin,1,1
gates cloned,0,0
resized,6,1
## layout by cell type (no fill, tap or decap), drive strengths merged
| master | n |
|---|---|
| clkdlybuf4s50 | 15 |
| dfxtp | 10 |
| nand3b | 6 |
| mux2i | 6 |
| nor2 | 4 |
| or3b | 4 |
| nand4 | 4 |
| clkbuf | 4 |
| a21bo | 2 |
| a21oi | 2 |
| xnor2 | 2 |
| ha | 2 |
| nor4b | 1 |
| nand2b | 1 |
## cell type report
class,instances,share of cell area [%]
Clock buffer,4,7.19
Timing Repair Buffer,15,19.6
Sequential cell,10,26.8
Tap cell,48,7.84
Multi-Input combinational cell,34,38.6
## stage by stage
stage / std cells / hold WS [ps] / setup WS, ps / instance area [µm²]
2_1_floorplan: 47 / 460 / 847 / 485
3_3_place_gp: 107 / 494 / 189 / 678
3_5_place_dp: 107 / 504 / 126 / 678
4_1_cts: 111 / 511 / 39.3 / 763
5_1_grt: 111 / 554 / 1.45 / 766
6_report: 111 / 509 / 72.1 / 766
## power by group
part	internal, W	switching (W)	total, W
logic	0.0000233	0.0000155	0.0000388
registers	0.000213	0.00000426	0.000217
clock network	0.000182	0.0000846	0.000267
## critical path, stage by stage, from the launching register on
cell	delay [ps]
dfxtp_4	370
ha_4	150
nor4b_4	190
clkdlybuf4s50_1	500
## final timing paths
kind,depth (start not counted),from,slack (ps),endpoint
worst min register to register,2,read_count[4]$_SDFFE_PP0P_,510,read_count[4]$_SDFFE_PP0P_
worst max register to register,3,read_count[0]$_SDFFE_PP0P_,920,read_count[4]$_SDFFE_PP0P_
worst max-delay path,3,count[0]$_SDFFE_PP0P_,70,at_max
worst min-delay path,2,read_count[4]$_SDFFE_PP0P_,510,read_count[4]$_SDFFE_PP0P_
## sequential cells by signal (all words and copies together), names as in the netlist
signal	cells
count	5
read_count	5
## kinds of logic (layout without fill, tap and decap cells)
logic type,after synthesis,in the layout
adders and majority gates,2,2
and+or+nand+nor,20,20
DFF,10,10
buffers and inverters,3,19
AOI/OAI and AO/OA,4,4
xor gates and xnor gates,2,2
muxes,6,6
## synthesized netlist by cell type
| master | instances | area [µm²] |
|---|---|---|
| a21bo_2 | 2 | 20.0 |
| a21oi_1 | 2 | 10.0 |
| buf_2 | 2 | 10.0 |
| buf_4 | 1 | 7.51 |
| dfxtp_1 | 10 | 200 |
| ha_1 | 2 | 25.0 |
| mux2i_1 | 6 | 60.1 |
| nand2b_1 | 1 | 6.26 |
| nand3b_1 | 6 | 45.0 |
| nand4_1 | 4 | 25.0 |
| nor2_1 | 4 | 15.0 |
| nor4b_1 | 1 | 8.76 |
| or3b_1 | 4 | 35.0 |
| xnor2_1 | 2 | 17.5 |
## routing by layer
| layer | vias up | track usage, % | wire [µm] |
|---|---|---|---|
| met5 | - | 0 | 0 |
| met3 | 0 | 3.23 | 184 |
| met2 | 15 | 4.06 | 395 |
| met1 | 181 | 5.53 | 576 |
| met4 | 0 | 0.346 | 0 |
| li1 | 203 | - | - |
No activity file was given, so power comes from the tool's default toggle rates.
